<file path="flow/config.mk">
export PLATFORM = sky130hd
export DESIGN_NAME = fsm_example
export DESIGN_NICKNAME = fsm_example
export VERILOG_FILES = /design/flow/design.v
export SDC_FILE = /design/flow/constraint.sdc
export NUM_CORES = 4
export LEC_CHECK = 1
export CORE_AREA = 10 10 70 70
export DIE_AREA = 0 0 80 80
</file>
<file path="flow/design.v">
package rv32i_types_pkg;
localparam DATA_WIDTH = 32;
typedef enum logic [1:0]
{
    MUX_F_A_RS1_DATA_D,
    MUX_F_A_ALU_RESULT_M,
    MUX_F_A_ALU_RESULT_W,
    MUX_F_A_NONE
} mux_forward_A_enum;
typedef enum logic [1:0]
{
    MUX_F_B_RS2_DATA_D,
    MUX_F_B_ALU_RESULT_M,
    MUX_F_B_ALU_RESULT_W,
    MUX_F_B_NONE
} mux_forward_B_enum;
typedef enum logic
{
    MUX_ALU_OPERAND_A_RS1,
    MUX_ALU_OPERAND_A_PC
} mux_ALU_operand_A_enum;
typedef enum logic
{
    MUX_ALU_OPERAND_B_RS2,
    MUX_ALU_OPERAND_B_IMMEDIATE
} mux_ALU_operand_B_enum;
typedef enum logic [2:0]
{
    COND_EQUALS,
    COND_NOT_EQUALS,
    COND_LOWER,
    COND_GREATER_OR_EQUAL,
    COND_LOWER_UNSIGNED,
    COND_GREATER_OR_EQUAL_UNSIGNED,
    COND_NONE
} cond_code_enum;
typedef enum logic [3:0]
{
    ALU_ADD,
    ALU_SUB,
    ALU_XOR,
    ALU_OR,
    ALU_AND,
    ALU_SLL,
    ALU_SRL,
    ALU_SRA,
    ALU_SLT,
    ALU_SLTU,
    ALU_OPERAND_A,
    ALU_OPERAND_B,
    ALU_NONE
} ALU_op_enum;
typedef enum logic [2:0]
{
    WT_BYTE,                
    WT_HALF_WORD,           
    WT_WORD,                
    WT_BYTE_UNSIGNED,       
    WT_HALF_WORD_UNSIGNED   
} width_type_enum;
typedef enum logic [1:0]
{
    MUX_WB_ALU,
    MUX_WB_MEMORY,
    MUX_WB_PC_PLUS_4,
    MUX_WB_NONE
} mux_writeback_enum;
typedef struct packed
{
    logic [DATA_WIDTH-1:0] instruction_F;
    logic [DATA_WIDTH-1:0] PC_F;
    logic [DATA_WIDTH-1:0] PC_plus_4_F;
} pipe_FD_bus_t;
typedef struct packed
{
    logic [31:0] instruction_D;
        logic jump;
        logic i_jump;
        logic branch;
        cond_code_enum cond_code;
        mux_ALU_operand_A_enum mux_ALU_operand_A_select;
        mux_ALU_operand_B_enum mux_ALU_operand_B_select;
        ALU_op_enum ALU_op;
        logic memory_transaction;
        logic mem_write;
        width_type_enum width_type;
        logic reg_write;
        mux_writeback_enum mux_writeback_select;
        logic [4:0] rs1_addr;
        logic [4:0] rs2_addr;
        logic [4:0] rd_addr;
    logic [31:0] rs1_data_D;
    logic [31:0] rs2_data_D;
    logic [31:0] immediate_D;
} DE_pipe_bus_t;
endpackage
module fsm_example
(
    input logic clk,
    input logic sync_rst,
    input logic in,
    output logic done
);
typedef enum logic [1:0]
{
    S0 = 2'b00,
    S1 = 2'b01,
    S2 = 2'b10,
    S3 = 2'b11,
}state_t;
state_t current_state, next_state;
always_ff @(posedge clk)
begin
    if(!sync_rst)
        current_state <= S0;
    else
        current_state <= next_state;
end
always_comb
begin
    case (current_state)
        S0: next_state = (in == 1) ? S1 : S0;
        S1: next_state = (in == 1) ? S2 : S1;
        S2: next_state = (in == 1) ? S3 : S2;
        S3: next_state = (in == 1) ? S3 : S0;
        default: next_state = current_state;
    endcase    
end
always_comb
begin
    done = (current_state == S3);
end
endmodule
</file>
<file path="flow/constraint.sdc">
current_design fsm_example

set clk_period 1.3
set clk_io_pct 0.2

create_clock -name clk0 -period $clk_period [get_ports {clk}]

set non_clock_inputs [all_inputs -no_clocks]
set_input_delay [expr $clk_period * $clk_io_pct] -clock clk0 $non_clock_inputs
set_output_delay [expr $clk_period * $clk_io_pct] -clock clk0 [all_outputs]
</file>
<file path="flow/run.sh">
#!/bin/bash
# OpenROAD 26Q1-2900-gdf79404cd8, Yosys 0.63+post, stock flow scripts
make -C /OpenROAD-flow-scripts/flow DESIGN_CONFIG=/design/flow/config.mk WORK_HOME=/design/flow/orfs finish
</file>
==> flow_summary.yaml <==
# generated from flow reports
route:
  vias: 104
  routed_wl_um: 324
  ant_nets: 0
  wl_per_cell_um: 5.06
  drc: 0
  drtPass1Iterations: 2
  drtIter0Drc: 2
  diodes: 0
  avgViaCountPerCell: 1.63
global_routing:
  grt_max_degree: 5
  grt_pass1_vias: 122
  overflow: 0
  grtUsageTotal: 0.0132
  grt_pass1_wl_um: 579
  antenna_found_initial: 0
logic_synthesis:
  yosys.cell_count.top_type: "dfxtp_1"
  synth_chip_area_um2: 131
  ys.flop_type: "dfxtp_1"
  synthTopCellsByCount: "4 x dfxtp_1, 2 x mux2i_1, 2 x nor2b_1"
  synth_seq_share: 0.610
  synth_top_area_share: 0.610
  netlist_area_um2: 131
  synth_cells: 11
  ys.flops: 4
  synth-edff-count: 0
  async_reset_ff_frac: 0
  yosys_cells: 11
  ys_types: 6
  avgSynthCellArea_um2: 11.9
  ys_top_cells_by_area: "dfxtp_1 61%, mux2i_1 15%, nor2b_1 9.5%, o211a_1 7.6%, o21ai_0 3.8%"
  yosys.area.top_type: "dfxtp_1"
  yosysWarnings: 1
finish:
  largest_reg_flops: 4
  top_register: "current_state"
  syn2layout_area_growth_pct: 92.4
  reg_top3: "current_state (4)"
  final_area_um2: 253
  final_layout_size_suffix_gt1_frac: 0.278
  fill_cells: 409
worst_setup_path:
  critPathMaxFanout: 4
  reg2reg_depth: 2
  crit_required_ps: 1420
  cp-start-kind: "input port"
  critPathKind: "in -> reg"
  crit_arrival_ps: 1090
  crit_path_end_kind: "flop"
placed_design:
  dp_slack_ps: 97.5
  port-buffer-count: 3
  gp_congestion: 0.581
  postPlaceCellArea_um2: 219
timing:
  slew_viol_final: 0
  fmax_mhz: 1040
  grt_setup_unrepaired: "no"
  whs_ps: 476
  finalCritPeriodShare: 0.740
  worst_slack_ps: 338
  tightest_slew_ps: 189
  slew_headroom: 0.873
  tns_ps: 0
  finalClockSkew_ps: 3.67
  period_minus_slack_ps: 962
  setup_violations: 0
  hold_violations: 0
power:
  max-vdd-ir-drop_mv: 0.272
  p_leak_nw: 0.116
  powerDensity_mw_per_mm2: 1230
  finalPower_w: 0.000311
floorplan:
  die_h_um: 80
  pin_count: 4
  chipWidth_um: 80
  core_mm2: 0.00342
  dieArea_mm2: 0.00640
  initial_utilization: 0.0385
  rows: 21
outcome:
  status: "finished clean"
clock_network:
  clkTransAtPathRegs_ps: 40
  cts_made_buffers: 3
  clockBufferDepth: 2
  clkLatencyLatePin_ps: 240
  clock-sinks: 4
  h-tree-depth: 1
  cts_tree: "built"
  root_buffer: "clkbuf_4"
run:
  max_cap_violations: 0
  tool_warnings: 25
hold_path:
  min_path_type: "reg -> reg"
  holdPathStages: 1
[critical path: stages]
cell and delay, ps:
clkdlybuf4s50_1 560, mux2i_1 200, nor2b_1 60
[routing by layer]
metal	up-vias	share of wire	routed length (um)	track usage
li1	52	-	-	-
met1	47	0.44	141	0.0126
met2	5	0.36	118	0.0152
met3	0	0.20	65	0.0205
met4	0	0	0	0.00176
met5	-	0	0	0
[worst paths after layout]
| kind | slack (ps) | endpoint | start |
|---|---|---|---|
| worst min register to register | 480 | current_state[3]$_DFF_P_ | current_state[1]$_DFF_P_ |
| worst max-delay path | 340 | current_state[1]$_DFF_P_ | in |
| worst max register to register | 550 | current_state[3]$_DFF_P_ | current_state[3]$_DFF_P_ |
| worst min-delay path | 480 | current_state[3]$_DFF_P_ | current_state[1]$_DFF_P_ |
[where the power goes]
group	switching, W	internal, W
registers	0.00000322	0.000130
logic	0.00000712	0.0000128
clock network	0.0000543	0.000104
total	0.0000646	0.000247
[stage by stage]
step | util | std cells
after CTS | 0.0733 | 64
after detailed placement | 0.0641 | 60
final | 0.0740 | 64
after floorplan | - | 11
after global placement | 0.0641 | 60
after global routing | 0.0740 | 64
[area by class of cell]
class / instances / area, um^2 / share of cell area
Sequential cell: 4 / 81.3 / 0.322
Clock buffer: 3 / 22.5 / 0.0891
Tap cell: 46 / 57.6 / 0.228
Timing Repair Buffer: 4 / 40.0 / 0.158
Multi-Input combinational cell: 7 / 51.3 / 0.203
[cell usage in the layout, fill, tap and decap left out, drive strengths merged]
master | synthesis | layout
o21ai | 1 | 1
o211a | 1 | 1
dlymetal6s2s | 0 | 1
buf | 0 | 1
clkdlybuf4s50 | 0 | 2
nor2b | 2 | 2
nor2 | 1 | 1
dfxtp | 4 | 4
clkbuf | 0 | 3
mux2i | 2 | 2
[logic make-up after synthesis]
group	share of synthesized area
simple gates	0.124
compound gates	0.114
mux	0.152
flops	0.610
[repair_timing]
item                                    4_1_cts  5_1_grt
pin swaps                                     0        0
setup buffers                                 1        0
hold buffers                                  0        0
gates resized                                 1        1
endpoints found under the setup margin        1        1
No activity file was given, so power comes from the tool's default toggle rates.
