**flow/run.sh**
```bash
#!/bin/bash
# OpenROAD 26Q1-2900-gdf79404cd8, Yosys 0.63+post, stock flow scripts
make -C /OpenROAD-flow-scripts/flow DESIGN_CONFIG=/design/flow/config.mk WORK_HOME=/design/flow/orfs finish
```
**flow/config.mk**
```make
export PLATFORM = sky130hd
export DESIGN_NAME = fetch_stage
export DESIGN_NICKNAME = fetch_stage
export VERILOG_FILES = /design/flow/design.v
export SDC_FILE = /design/flow/constraint.sdc
export NUM_CORES = 4
export LEC_CHECK = 1
export CORE_UTILIZATION = 30
```
**flow/constraint.sdc**
```tcl
current_design fetch_stage

set clk_period 7.7
set clk_io_pct 0.2

create_clock -name clk0 -period $clk_period [get_ports {clk}]

set non_clock_inputs [all_inputs -no_clocks]
set_input_delay [expr $clk_period * $clk_io_pct] -clock clk0 $non_clock_inputs
set_output_delay [expr $clk_period * $clk_io_pct] -clock clk0 [all_outputs]
```
**flow/design.v**
```verilog
package rv32i_types_pkg;
localparam DATA_WIDTH = 32;
typedef enum logic [1:0]
{
    MUX_F_A_RS1_DATA_D,
    MUX_F_A_ALU_RESULT_M,
    MUX_F_A_ALU_RESULT_W,
    MUX_F_A_NONE
} mux_forward_A_enum;
typedef enum logic [1:0]
{
    MUX_F_B_RS2_DATA_D,
    MUX_F_B_ALU_RESULT_M,
    MUX_F_B_ALU_RESULT_W,
    MUX_F_B_NONE
} mux_forward_B_enum;
typedef enum logic
{
    MUX_ALU_OPERAND_A_RS1,
    MUX_ALU_OPERAND_A_PC
} mux_ALU_operand_A_enum;
typedef enum logic
{
    MUX_ALU_OPERAND_B_RS2,
    MUX_ALU_OPERAND_B_IMMEDIATE
} mux_ALU_operand_B_enum;
typedef enum logic [2:0]
{
    COND_EQUALS,
    COND_NOT_EQUALS,
    COND_LOWER,
    COND_GREATER_OR_EQUAL,
    COND_LOWER_UNSIGNED,
    COND_GREATER_OR_EQUAL_UNSIGNED,
    COND_NONE
} cond_code_enum;
typedef enum logic [3:0]
{
    ALU_ADD,
    ALU_SUB,
    ALU_XOR,
    ALU_OR,
    ALU_AND,
    ALU_SLL,
    ALU_SRL,
    ALU_SRA,
    ALU_SLT,
    ALU_SLTU,
    ALU_OPERAND_A,
    ALU_OPERAND_B,
    ALU_NONE
} ALU_op_enum;
typedef enum logic [2:0]
{
    WT_BYTE,                
    WT_HALF_WORD,           
    WT_WORD,                
    WT_BYTE_UNSIGNED,       
    WT_HALF_WORD_UNSIGNED   
} width_type_enum;
typedef enum logic [1:0]
{
    MUX_WB_ALU,
    MUX_WB_MEMORY,
    MUX_WB_PC_PLUS_4,
    MUX_WB_NONE
} mux_writeback_enum;
typedef struct packed
{
    logic [DATA_WIDTH-1:0] instruction_F;
    logic [DATA_WIDTH-1:0] PC_F;
    logic [DATA_WIDTH-1:0] PC_plus_4_F;
} pipe_FD_bus_t;
typedef struct packed
{
    logic [31:0] instruction_D;
        logic jump;
        logic i_jump;
        logic branch;
        cond_code_enum cond_code;
        mux_ALU_operand_A_enum mux_ALU_operand_A_select;
        mux_ALU_operand_B_enum mux_ALU_operand_B_select;
        ALU_op_enum ALU_op;
        logic memory_transaction;
        logic mem_write;
        width_type_enum width_type;
        logic reg_write;
        mux_writeback_enum mux_writeback_select;
        logic [4:0] rs1_addr;
        logic [4:0] rs2_addr;
        logic [4:0] rd_addr;
    logic [31:0] rs1_data_D;
    logic [31:0] rs2_data_D;
    logic [31:0] immediate_D;
} DE_pipe_bus_t;
endpackage
module fetch_stage
#(
    parameter PC_WIDTH = 32
)
(
    input  logic                     clk,
    input  logic                     async_rst_n,
    input logic [1:0] PC_source_E,
    input logic enable_fetch,
    input logic prediction_source_D,
    input logic [PC_WIDTH-1:0]    PC_plus_4_E,
    input logic [PC_WIDTH-1:0]    ALU_result_E,
    input logic [PC_WIDTH-1:0]    predicted_PC_D,
    output logic [PC_WIDTH-1:0]    PC_F,
    output logic [PC_WIDTH-1:0]    PC_plus_4_F
);
    logic [PC_WIDTH-1:0] mux_PC_source_out;
    logic [PC_WIDTH-1:0] reg_PC_out;
    mux_generic
    #(
        .CHANNELS_COUNT(4),
        .CHANNELS_WIDTH(PC_WIDTH)
    )
    mux_PC_source
    (
        .select(PC_source_E),
        .channels
        (
            {
                '0,              
                ALU_result_E,    
                PC_plus_4_E,     
                PC_plus_4_F      
            }
        ),
        .channel_out(mux_PC_source_out)
    );
    dff_async_rst_n_en
    #(
        .WIDTH(PC_WIDTH)
    )
    reg_PC
    (
        .clk(clk),
        .async_rst_n(async_rst_n),
        .enabler(enable_fetch),
        .data(mux_PC_source_out),
        .q(reg_PC_out)
    );
    mux_generic
    #(
        .CHANNELS_COUNT(2),
        .CHANNELS_WIDTH(PC_WIDTH)
    )
    mux_predictor
    (
        .select(prediction_source_D),
        .channels
        (
            {
                predicted_PC_D,  
                reg_PC_out       
            }
        ),
        .channel_out(PC_F)
    );
    assign PC_plus_4_F = PC_F + 4;
endmodule
module dff_async_rst_n_en
#(
    parameter int unsigned WIDTH = 4
)
(
    input logic clk,
    input logic async_rst_n,
    input logic enabler,
    input logic [WIDTH-1:0] data,
    output logic [WIDTH-1:0] q
);
always_ff @(posedge clk, negedge async_rst_n)
begin
    if(!async_rst_n)
        q <= {WIDTH{1'b0}};
    else if (enabler)
        q <= data;
end
endmodule
module mux_generic
#(
    parameter int unsigned CHANNELS_COUNT = 4,
    parameter int unsigned CHANNELS_WIDTH = 8
)
(
	input logic [$clog2(CHANNELS_COUNT)-1:0] select,
	input logic [CHANNELS_COUNT-1:0][CHANNELS_WIDTH-1:0] channels,
	output logic [CHANNELS_WIDTH-1:0] channel_out
);
initial begin
    if (CHANNELS_COUNT < 2) $fatal("multiplexer_mxn: CHANNELS_COUNT must be >= 2 (got %0d)", CHANNELS_COUNT);
    if (CHANNELS_WIDTH < 1) $fatal("multiplexer_mxn: CHANNELS_WIDTH must be >= 1 (got %0d)", CHANNELS_WIDTH);
end
always_comb begin
    int unsigned sel;
    sel = select;
    if (sel < CHANNELS_COUNT) begin
        channel_out = channels[sel];
    end
    else begin
        channel_out = '0;
    end
end
endmodule
```
==> summary.txt <==
Status of the implementation.

- The power density over the cells is 126 nW/µm², for reference.
- The run finished with clean final reports.
- The total wirelength of the detailed-routed design is 11600 µm, for reference.
- Of all nets on the critical path, the largest fanout is 27.
- The combined buffer and inverter count along the critical path is 3, for reference.
- The register with the most flip-flops in the layout has 32 of them.
- The area of all placed cells without fillers is 4910 µm², for reference.
- Measured against the total synthesized area, the mux share comes to 0.131.
- The hold buffer count at cts is 0, for reference.
- Per the post-route antenna check, the number of violating nets is 0.
- Summing every instance area after synthesis gives 3100 µm².
- The number of unique standard cell types used by synthesis is 54, for reference.
- The worst vdd rail ir drop is 0.0000745 V, for reference.
- The area fraction in xor and xnor cells is 0.0621, for reference.
- The routability-driven placement congestion ratio is 0.856, for reference.
- The number of levels the H-tree was split into is 2, for reference.
- According to the timing report, the arrival time at the worst endpoint equals 4.64 ns.
- The wire-length estimate of the detail-placed layout is 8870 µm.
- The placed standard-cell area is 4820 µm², for reference.
- The starting utilization of the core area is 0.313, for reference.
- Pins over their slew limit in the final report were tallied at 0.
- Subtracting the final worst setup slack from the clock period gives 6.18 ns.
- Row generation in the floorplan step produced 36 rows.
- The flow measured a signed area growth from synthesis to layout of 58.5%.
- The clock sink total is 32, for reference.
- Warnings reported by Yosys during synthesis add up to 3.
- The number of buffers created by CTS is 5, for reference.
- The end-of-flow timing check tallies setup violations at 0.
- In this run, synthesis inferred 0 flip-flops with an integrated enable.
- The critical path class is input port to output port, for reference.
- On the critical path, the stage with the largest delay is an instance of sky130_fd_sc_hd__nor4_1.
- The synthesized netlist cell count is 386, for reference.
- The worst setup path is launched from an input port.
- The largest registers in the layout are reg_PC.q (32).
- The global route total overflow is 0, for reference.
- Dividing the final minimum period by the clock period gives 0.803.
- The async set-reset flop share out of synthesis is 1.00, for reference.
- The accumulated negative setup slack is 0 ns, for reference.
- Clock latency on the worst-skew pair, taken at its later pin, is 0.28 ns.
- The area share of the leading cell type in the synthesized netlist is 0.258, for reference.
- The count of fill cells added during filler insertion is 945, for reference.
- Counting along the longest clock path gives a buffer depth of 2.
- By area the synthesized netlist is led by sky130_fd_sc_hd__dfrtp_1 26%, sky130_fd_sc_hd__mux2_2 6.9%, sky130_fd_sc_hd__mux2i_1 5.8%, sky130_fd_sc_hd__nor2_1 5.3%, sky130_fd_sc_hd__a21oi_1 4.8%.
- The full die area is 10700 µm², for reference.
- The root buffer selected by CTS is sky130_fd_sc_hd__clkbuf_8, for reference.
- The first global-routing pass estimated 18800 µm of wire.
- Of the synthesized area, sequential elements account for 0.258.
- The number of vias per cell after detailed routing is 5.26, for reference.
- After clock tree synthesis, the clock-pin slew on the worst setup and hold paths is 0.07 ns.
- Setup repair after global routing left no endpoint under its margin.
- The data required time at the worst endpoint is 6.16 ns, for reference.
- The final design utilization is 0.496, for reference.
- The timing-limited maximum frequency is 0.162 GHz, for reference.
- The yosys cell count is 386, for reference.
- The area of the core is 9910 µm², for reference.
- The register ranked first by flip-flop count is reg_PC.q, for reference.
- According to the I/O placement log, the pin count is 166.
- Across the run, the number of max-cap violations was 0.
- Buffers added to address setup during post-CTS repair amount to 0.
- The total via count after detailed routing is 3528, for reference.
- The placed instance count is 663, for reference.
- The biggest area contributor in the post-synthesis netlist is sky130_fd_sc_hd__dfrtp_1.
- The post-synthesis compound-gate area fraction is 0.230, for reference.
- The dominant logic cell type in the layout is sky130_fd_sc_hd__clkdlybuf4s50_1, for reference.
- The via count of the first global-routing pass is 3500, for reference.
- The number of diodes added for antenna fixing is 0, for reference.
- The die outline height is 104 µm, for reference.
- The path category of the worst min-delay check is flip-flop to flip-flop, for reference.
- The post-CTS resize count is 0, for reference.
- In this run, the synthesized area fraction spent on adder and majority cells is recorded as 0.00403.
- The power after layout is 620 µW, for reference.
- The top cell types in the final layout, fill and taps aside, are 162 x sky130_fd_sc_hd__clkdlybuf4s50_1, 44 x sky130_fd_sc_hd__nor2_1, 32 x sky130_fd_sc_hd__dfrtp_1, 31 x sky130_fd_sc_hd__nand2_1, 30 x sky130_fd_sc_hd__a21oi_1.
- After synthesis, the chip area reported by Yosys is 3100 µm².
- The leakage power is 0.00191 µW, for reference.
- The number of port buffers is 165, for reference.
- Per STA, the worst path is made up of buf_2 -> mux2i_1 -> inv_1 -> ha_1 -> nand4_1 -> nor3b_2 -> o21ai_1 -> nor4_1 -> xnor2_1 -> clkdlybuf4s50_1.
- The endpoint class of the critical path is an output port, for reference.
- The maximum number of pins on one net before global-route repair is 50, for reference.
- The clock tree from TritonCTS is yes, for reference.
- The largest combinational cell category by area is simple AND/OR/NAND/NOR gates, for reference.
- Headroom to the max-slew limit came out at 0.443.
- The OpenROAD warning count is 25, for reference.
- The simple-gate share of the synthesized area is 0.258, for reference.
- The timing report attributes the biggest portion of critical-path delay to simple AND/OR/NAND/NOR gates.
- The detailed router finished its first iteration with 259 violations.
- After detailed routing, the number of remaining DRC violations is 0.
- For reference, the post-synthesis area per instance comes to 8.04 µm².
- Total global-route track usage over all layers is 0.221.
- The synthesized design contains 32 register bits.
- The clock tree skew after final layout is 0.00727 ns, for reference.
- The transition time at the pin with the least slew margin is 0.834 ns, for reference.
- The number of antenna violations at the first check in global routing is 0, for reference.
- The critical path's largest stage delay is 0.72 ns, for reference.
- The iteration tally of the first detailed-router pass is 5, for reference.
- After detailed routing, the average wire length per cell comes to 17.3 µm.
- The final instance count without filler cells is 671, for reference.
- The primary flip-flop cell chosen by synthesis mapping is sky130_fd_sc_hd__dfrtp_1, for reference.
- Measured along the x axis, the die boundary spans 104 µm.
- The final tally of hold violations is 0, for reference.
- The share of final-layout standard cells stronger than drive strength 1 is 0.0836, for reference.
[metrics by stage]
step	worst slack, ns	hold WS [ns]
finish	1.52	0.495
global placement	1.63	0.476
detailed placement	1.50	0.487
CTS	1.50	0.498
global route	1.22	0.538
floorplan	2.22	0.463
[Yosys cell counts (3+ instances only)]
library cell / n
sky130_fd_sc_hd__a22oi_1: 5
sky130_fd_sc_hd__clkbuf_1: 16
sky130_fd_sc_hd__mux2_2: 19
sky130_fd_sc_hd__xnor2_1: 17
sky130_fd_sc_hd__a21o_1: 3
sky130_fd_sc_hd__nand2b_1: 3
sky130_fd_sc_hd__buf_4: 3
sky130_fd_sc_hd__a222oi_1: 8
sky130_fd_sc_hd__mux2i_1: 18
sky130_fd_sc_hd__nor2b_1: 5
sky130_fd_sc_hd__a221o_1: 3
sky130_fd_sc_hd__buf_2: 4
sky130_fd_sc_hd__inv_1: 12
sky130_fd_sc_hd__o21ai_0: 5
sky130_fd_sc_hd__nand4_1: 15
sky130_fd_sc_hd__nand2_1: 31
sky130_fd_sc_hd__a221oi_1: 16
sky130_fd_sc_hd__nand3_1: 25
sky130_fd_sc_hd__dfrtp_1: 32
sky130_fd_sc_hd__a21oi_1: 30
sky130_fd_sc_hd__nand4b_1: 4
sky130_fd_sc_hd__nor2_1: 44
sky130_fd_sc_hd__o22a_1: 3
sky130_fd_sc_hd__nand3b_1: 9
sky130_fd_sc_hd__o21a_1: 3
sky130_fd_sc_hd__xor2_1: 5
sky130_fd_sc_hd__o21ai_1: 6
sky130_fd_sc_hd__and2_1: 3
[final timing paths]
check | start | end | slack, ns | cells past startpoint
min in group asynchronous | async_rst_n | reg_PC.q[9]$_DFFE_PN0P_ | 1.33 | 1
max in group asynchronous | async_rst_n | reg_PC.q[0]$_DFFE_PN0P_ | 5.88 | 1
setup / recovery | prediction_source_D | PC_plus_4_F[30] | 1.52 | 10
setup reg to reg | reg_PC.q[2]$_DFFE_PN0P_ | reg_PC.q[28]$_DFFE_PN0P_ | 4.98 | 9
hold reg to reg | reg_PC.q[31]$_DFFE_PN0P_ | reg_PC.q[31]$_DFFE_PN0P_ | 0.49 | 1
hold / removal | reg_PC.q[31]$_DFFE_PN0P_ | reg_PC.q[31]$_DFFE_PN0P_ | 0.49 | 1
[area by class of cell]
class,count,area [µm²],share of cell area
well taps,133,166,0.0339
multi-input cells,315,2130,0.433
inverters,12,45.0,0.00916
clock buffers,6,82.6,0.0168
clock inverters,2,10.0,0.00204
flip-flops and latches,32,801,0.163
repair buffers,171,1680,0.342
[metal layers]
layer / wire (µm) / global-route usage
met3: 824 / 0.0404
met5: 0 / 0
met4: 115 / 0.0224
met1: 5450 / 0.329
met2: 5230 / 0.351
[where the power goes]
part           leakage, µW  internal (µW)  switching, µW  total (µW)
combinational      0.00148            168            106         274
clock            0.0000510           71.3           65.1         136
sequential        0.000378            189           20.4         209
total              0.00191            428            192         620
[cells by family (layout without fill, tap and decap cells)]
logic type | after synthesis | after routing
xor gates and xnor gates | 22 | 22
AOI/OAI and AO/OA | 99 | 99
buffers and inverters | 39 | 191
and+or+nand+nor | 155 | 155
muxes | 38 | 38
adders and majority gates | 1 | 1
DFF | 32 | 32
Power figures rest on the tool's default switching activity, not on a simulated workload.
