## /design/flow/design.v

```verilog
package rv32i_types_pkg;
localparam DATA_WIDTH = 32;
typedef enum logic [1:0]
{
    MUX_F_A_RS1_DATA_D,
    MUX_F_A_ALU_RESULT_M,
    MUX_F_A_ALU_RESULT_W,
    MUX_F_A_NONE
} mux_forward_A_enum;
typedef enum logic [1:0]
{
    MUX_F_B_RS2_DATA_D,
    MUX_F_B_ALU_RESULT_M,
    MUX_F_B_ALU_RESULT_W,
    MUX_F_B_NONE
} mux_forward_B_enum;
typedef enum logic
{
    MUX_ALU_OPERAND_A_RS1,
    MUX_ALU_OPERAND_A_PC
} mux_ALU_operand_A_enum;
typedef enum logic
{
    MUX_ALU_OPERAND_B_RS2,
    MUX_ALU_OPERAND_B_IMMEDIATE
} mux_ALU_operand_B_enum;
typedef enum logic [2:0]
{
    COND_EQUALS,
    COND_NOT_EQUALS,
    COND_LOWER,
    COND_GREATER_OR_EQUAL,
    COND_LOWER_UNSIGNED,
    COND_GREATER_OR_EQUAL_UNSIGNED,
    COND_NONE
} cond_code_enum;
typedef enum logic [3:0]
{
    ALU_ADD,
    ALU_SUB,
    ALU_XOR,
    ALU_OR,
    ALU_AND,
    ALU_SLL,
    ALU_SRL,
    ALU_SRA,
    ALU_SLT,
    ALU_SLTU,
    ALU_OPERAND_A,
    ALU_OPERAND_B,
    ALU_NONE
} ALU_op_enum;
typedef enum logic [2:0]
{
    WT_BYTE,                
    WT_HALF_WORD,           
    WT_WORD,                
    WT_BYTE_UNSIGNED,       
    WT_HALF_WORD_UNSIGNED   
} width_type_enum;
typedef enum logic [1:0]
{
    MUX_WB_ALU,
    MUX_WB_MEMORY,
    MUX_WB_PC_PLUS_4,
    MUX_WB_NONE
} mux_writeback_enum;
typedef struct packed
{
    logic [DATA_WIDTH-1:0] instruction_F;
    logic [DATA_WIDTH-1:0] PC_F;
    logic [DATA_WIDTH-1:0] PC_plus_4_F;
} pipe_FD_bus_t;
typedef struct packed
{
    logic [31:0] instruction_D;
        logic jump;
        logic i_jump;
        logic branch;
        cond_code_enum cond_code;
        mux_ALU_operand_A_enum mux_ALU_operand_A_select;
        mux_ALU_operand_B_enum mux_ALU_operand_B_select;
        ALU_op_enum ALU_op;
        logic memory_transaction;
        logic mem_write;
        width_type_enum width_type;
        logic reg_write;
        mux_writeback_enum mux_writeback_select;
        logic [4:0] rs1_addr;
        logic [4:0] rs2_addr;
        logic [4:0] rd_addr;
    logic [31:0] rs1_data_D;
    logic [31:0] rs2_data_D;
    logic [31:0] immediate_D;
} DE_pipe_bus_t;
endpackage
module regfile
#(
    parameter int unsigned DATA_WIDTH = 32,
    parameter int unsigned ADDR_WIDTH = 5
)
(
    input logic clk,
    input logic async_rst_n,
    input logic write_enable,
    input logic [ADDR_WIDTH-1:0] write_addr,
    input logic [DATA_WIDTH-1:0] write_data,
    input logic [ADDR_WIDTH-1:0] rs1_addr,
    input logic [ADDR_WIDTH-1:0] rs2_addr,
    output logic [DATA_WIDTH-1:0] rs1_data,
    output logic [DATA_WIDTH-1:0] rs2_data
);
localparam int unsigned POSSIBLE_REG_COUNT = 2**ADDR_WIDTH;
localparam int unsigned REAL_REG_COUNT = POSSIBLE_REG_COUNT - 1;  
logic [REAL_REG_COUNT-1:0][DATA_WIDTH-1:0] rf;
integer i;
always_ff @(negedge clk or negedge async_rst_n) begin
    if (!async_rst_n)begin
        for (i = 0; i < REAL_REG_COUNT; i = i + 1) begin
            rf[i] <= '0;
        end
    end
    else begin
        if (write_enable && (write_addr != '0)) begin
            rf[write_addr - 1] <= write_data;
        end
    end
end
assign rs1_data = (rs1_addr != '0) ? rf[rs1_addr - 1] : '0;
assign rs2_data = (rs2_addr != '0) ? rf[rs2_addr - 1] : '0;
endmodule
```

## /design/flow/run.sh

```bash
#!/bin/bash
# OpenROAD 26Q1-2900-gdf79404cd8, Yosys 0.63+post, stock flow scripts
make -C /OpenROAD-flow-scripts/flow DESIGN_CONFIG=/design/flow/config.mk WORK_HOME=/design/flow/orfs finish
```

## /design/flow/config.mk

```make
export PLATFORM = sky130hd
export DESIGN_NAME = regfile
export DESIGN_NICKNAME = regfile
export VERILOG_FILES = /design/flow/design.v
export SDC_FILE = /design/flow/constraint.sdc
export NUM_CORES = 4
export LEC_CHECK = 1
export CORE_UTILIZATION = 50
```

## /design/flow/constraint.sdc

```tcl
current_design regfile

set clk_period 22.0
set clk_io_pct 0.2

create_clock -name clk0 -period $clk_period [get_ports {clk}]

set non_clock_inputs [all_inputs -no_clocks]
set_input_delay [expr $clk_period * $clk_io_pct] -clock clk0 $non_clock_inputs
set_output_delay [expr $clk_period * $clk_io_pct] -clock clk0 [all_outputs]
```

==> results.json <==
{
  "rows": 119,
  "edf_count": 0,
  "io_pins": 114,
  "synthCells": 3808,
  "synth_warnings": 1,
  "die-area_sq_um": 108000,
  "worst_pin_slew_ps": 1263,
  "slew_violations": 0,
  "ys_seq_frac": 0.4653,
  "dp_hpwl_mm": 104.5,
  "critical_path.most_common_cell": "inv_1",
  "largest_register_ffs": 992,
  "ant_nets": 0,
  "switching_share": 0.2871,
  "slew_headroom": 0.1548,
  "synthFlopType": "dfrtn_1",
  "vdd_drop_max_mv": 0.06027,
  "reg_top3": "rf (992)",
  "path_cells": "clkdlybuf4s50_1 > inv_1 > ha_1 > inv_1 > nor3_1 > xnor2_1 > nand3_1 > inv_1 > ha_1 > nor4bb_1 > nand4_1 > a21oi_1 > nand4_1 > nor3_4 > buf_4 > mux2_2",
  "critPathMaxFanout": 32,
  "ys_cells": 3808,
  "layout-drive-gt1-share": 0.3242,
  "power_frac_comb": 0.249,
  "cap_violations": 0,
  "dp.cells": 5014,
  "drt_wl_total_mm": 188.8,
  "first_pass_iters": 52,
  "cp.required_ps": 11490,
  "finClkSkew_ps": 0,
  "setup_ws_ps": 1945,
  "path_clk_slew_ps": 40,
  "dp_worst_setup_slack_ps": 1397,
  "crit_slowest_cell": "buf_4",
  "p_total_mw": 5.916,
  "cts_hold_buf": 0,
  "track_usage": 0.3838,
  "grt_first_pass_wirelength_mm": 279.6,
  "cp_slowest_stage_delay_ps": 670,
  "core_sq_um": 105600,
  "layout-area-overhead-vs-synth_pct": 12.14,
  "warnings": 42,
  "postCtsResizedCells": 0,
  "die_h_microns": 328.6,
  "cp-end-kind": "flip-flop",
  "clockBufferDepth": 3,
  "grt_antenna_before_repair": 4,
  "start_kind": "input pin",
  "seqCellArea_sq_um": 24820,
  "cts-root-buf": "clkbuf_16",
  "async_flop_share": 1.000,
  "initCoreUtil": 0.5053,
  "power_switching_mw": 1.698,
  "p_leak_nw": 25.80,
  "ff2ff_setup_slack_ps": 21180,
  "fillers": 7978,
  "critPathKind": "input pin to flip-flop",
  "power.density_nw_per_um2": 98.89,
  "regMostFlops": "rf",
  "gp_congestion": 0.9184,
  "numPortBuffers": 113,
  "drc": 0,
  "finalHoldViolations": 0,
  "grt_pass1_vias": 41540,
  "via_per_inst": 7.372,
  "overflow": 0,
  "wl_per_cell_microns": 36.27,
  "clkPwrFrac": 0.313,
  "hold_class": "flip-flop to flip-flop",
  "rsz0062_at_grt": "no",
  "seq_power_share": 0.438,
  "fin_cells": 5205,
  "cts_buffers": 107,
  "dr.first_iter.drc_count": 2513,
  "status": "completed",
  "ys.flops": 992,
  "cp.arrival_ps": 9540,
  "clk_latency_ps": 640,
  "htreeDepth": 3,
  "cts_setup_buffers": 0,
  "totalNegativeSetupSlack_ps": 0,
  "cts_tree": "done",
  "cell_internal_pwr_mw": 4.217,
  "synth.distinct_cells": 58,
  "avgSynthCellArea_sq_um": 14.01,
  "vias": 38370,
  "cts.sinks": 992,
  "setup_viol": 0,
  "netlist_area_sq_um": 53350,
  "die-width_microns": 328.6,
  "grt_max_degree": 125,
  "mi_logic_area_sq_um": 27080,
  "yosysChipArea_sq_um": 53350
}
==> synthesized netlist by cell type, types with 72 or more instances <==
library cell	count	share of area
o21ai_0	72	0.0068
a21oi_1	145	0.014
mux2i_1	265	0.050
mux2_2	394	0.083
buf_2	101	0.0095
a22o_1	312	0.051
o22ai_1	114	0.013
mux2_1	90	0.019
dfrtn_1	992	0.47
clkbuf_1	315	0.022
a32o_1	257	0.048
mux4_2	428	0.18
==> power by group through the flow <==
stage	registers, mW	logic, mW	clock network, mW
after CTS	2.59	1.47	1.87
after global routing	2.66	1.57	1.94
final	2.59	1.47	1.85
==> cells in the final DEF, fill, tap and decap left out, types with 18 or more instances in the layout <==
cell / n
mux2_2: 394
buf_4: 165
clkbuf_16: 109
dfrtn_1: 992
a32o_1: 256
o22ai_1: 114
mux2i_1: 265
clkdlybuf4s50_1: 110
clkbuf_1: 27
o21ai_0: 72
mux4_2: 428
clkbuf_8: 18
a22o_1: 312
mux2_1: 90
a21oi_1: 137
nand2_1: 44
clkinv_2: 23
==> critical path, delay by kind of cell <==
family / cells / cell delay [ps]
compound gates: 1 / 460
fa+ha+maj: 2 / 560
mux: 1 / 410
simple gates: 6 / 1450
xor+xnor: 1 / 540
buf+inv: 5 / 1680
==> through the flow <==
stage | util | instance area, sq um | hold slack (ps)
floorplan | - | 53350 | 430.3
global placement | 0.5331 | 56270 | 439.8
detailed placement | 0.5331 | 56270 | 454.2
CTS | 0.5666 | 59820 | 454.1
global route | 0.5666 | 59820 | 469.4
finish | 0.5667 | 59820 | 449.2
==> kinds of logic after synthesis <==
family,share of synthesized area
mux,0.3326
flops,0.4653
compound gates,0.1436
buf+inv,0.03685
simple gates,0.01604
fa+ha+maj,0.003518
xor+xnor,0.002111
==> worst paths after layout <==
kind | startpoint | to | cells past startpoint
max | write_addr[0] | rf[757] | 16
min | rf[659] | rf[659] | 1
max reg2reg | rf[274] | rf[274] | 1
min reg2reg | rf[659] | rf[659] | 1
max in group asynchronous | async_rst_n | rf[361] | 3
min in group asynchronous | async_rst_n | rf[505] | 1
==> layer usage <==
layer	vias up	global-route usage	share of wire
li1	15230	-	-
met1	19830	0.5017	0.35
met2	2725	0.5295	0.44
met3	568	0.2577	0.17
met4	17	0.1301	0.045
met5	-	0.02041	0.0016
==> layout make-up <==
cell class                      instances  area share
Antenna cell                            2  0.00008366
Clock buffer                          154     0.05143
Clock inverter                         35    0.007781
Inverter                               11   0.0006902
Multi-Input combinational cell       2332      0.4527
Sequential cell                       992      0.4150
Tap cell                             1391     0.02909
Timing Repair Buffer                  288     0.04321
No activity file was given, so power comes from the tool's default toggle rates.
